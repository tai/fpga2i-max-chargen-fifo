$ cat ./config.mk
export PLATFORM = sky130hd
export DESIGN_NAME = top
export DESIGN_NICKNAME = top
export VERILOG_FILES = /design/flow/design.v
export SDC_FILE = /design/flow/constraint.sdc
export NUM_CORES = 4
export LEC_CHECK = 1
export CORE_UTILIZATION = 50
$ cat ./constraint.sdc
current_design top

set clk_period 6.2
set clk_io_pct 0.2

create_clock -name clk0 -period $clk_period [get_ports {clk}]

set non_clock_inputs [all_inputs -no_clocks]
set_input_delay [expr $clk_period * $clk_io_pct] -clock clk0 $non_clock_inputs
set_output_delay [expr $clk_period * $clk_io_pct] -clock clk0 [all_outputs]
$ cat ./design.v
`timescale 1ns/1ps
parameter T0 = 10;   
parameter TH = 50;   
parameter TF = 100;  
module blink
  #(
    parameter CDIV=50_000_000
    )
   (
    input wire 	      clk,
    input wire 	      n_rst,
    output wire [2:0] led
    );
   reg [32:0] 	      counter;
   reg [2:0] 	      led_out;
   assign led = led_out;
   always @(posedge clk, negedge n_rst) begin
      if (~n_rst) begin
	 counter <= 0;
	 led_out <= '1;
      end else begin
	 counter <= counter + 1;
	 if (counter == CDIV) begin
	    counter <= 1;
	    led_out <= ~led_out;
	 end
      end
   end
endmodule
`timescale 1ns/1ps
module chargen
  #(
    parameter LASTCHAR = "z"
    )
   (
    input wire 	      clk,  
    input wire 	      n_rst,  
    input wire 	      ready_n,  
    output wire       valid_n,  
    output wire [7:0] port  
    );
   typedef reg [7:0]  portdata_t;
   portdata_t next_port, next_char;
   reg 		      next_valid_n;
   assign valid_n = next_valid_n;
   assign port = next_port;
   always @(posedge clk, negedge n_rst) begin
      if (~n_rst) begin
	 next_valid_n <= '1;
	 next_port <= "a";
	 next_char <= "a";
      end
      else if (~ready_n) begin
	 next_valid_n <= '0;
	 next_port <= next_char;
	 next_char <= portdata_t'(next_char + 1);
	 if (next_char == LASTCHAR) begin
	    next_char <= "a";
	 end
      end
      else begin
	 next_valid_n <= '1;
	 next_char <= next_port;
      end
   end
endmodule
`timescale 1ns/1ps
`default_nettype none
module fifo
  #(
    parameter DEPTH = 16,
    parameter WIDTH = 8
    )
   (
    input wire 		    clk,
    input wire 		    n_rst,
    input wire [WIDTH-1:0]  port_in,
    output wire [WIDTH-1:0] port_out,
    input wire 		    n_wr,
    input wire 		    n_rd,
    output wire 	    n_empty,
    output wire 	    n_full,
    output wire 	    n_valid
    );
   reg [WIDTH-1:0] 	    buff[DEPTH-1:0];
   typedef reg [7:0] 	    bufflen_t;  
   bufflen_t rp, wp, nr;
   assign port_out = buff[rp];
   assign n_empty = nr != 0;
   assign n_full  = nr != DEPTH;
   reg 			    can_read, can_write;
   assign can_read  = ~n_rd & (nr != 0);
   assign can_write = ~n_wr & (nr != DEPTH);
   always @(posedge clk, negedge n_rst) begin
      if (~n_rst) begin
	 rp <= 0;
	 wp <= 0;
	 nr <= 0;
      end
      else begin
	 if (can_write) begin
	    buff[wp] <= port_in;
	    wp <= bufflen_t'((wp + 1) & (DEPTH - 1));
	    if (~can_read) begin
	       nr <= nr + 1;
	    end
	 end
	 if (can_read) begin
	    rp <= bufflen_t'((rp + 1) & (DEPTH - 1));
	    if (~can_write) begin
	       nr <= nr - 1;
	    end
	 end
      end
   end
endmodule
`default_nettype wire
`timescale 1ns/1ps
module top
  #(
    parameter FIFO_DEPTH=16,
    parameter UART_CDIV=434,
    parameter BLINK_INTERVAL=50_000_000
    )
   (
    input wire 	      clk,
    input wire 	      n_rst,
    input wire [2:0]  dip,
    output wire [2:0] led,
    input wire 	      uart_rx,
    output wire       uart_tx
    );
   wire [7:0] 	      fifo_in, fifo_out;
   wire 	      cgen_valid_n;
   wire 	      fifo_ready_n, fifo_valid_n;
   wire 	      uout_ready_n;
   wire 	      fifo_empty_n, fifo_full_n;
   assign fifo_valid_n = ~fifo_empty_n;
   assign fifo_ready_n = ~fifo_full_n;
   blink #(.CDIV(BLINK_INTERVAL))
   blink0(.clk, .n_rst, .led(led));
   chargen #(.LASTCHAR("z"))
   chargen0(.clk, .n_rst,
	    .port(fifo_in),
	    .ready_n(fifo_ready_n),
	    .valid_n(cgen_valid_n)
	    );
   fifo #(.DEPTH(FIFO_DEPTH))
   fifo0(.clk, .n_rst,
	 .port_in(fifo_in),
	 .port_out(fifo_out),
	 .n_wr(cgen_valid_n),
	 .n_rd(uout_ready_n),
	 .n_empty(fifo_empty_n),
	 .n_full(fifo_full_n)
	 );
   uartout #(.CDIV(UART_CDIV))
   uartout0(.clk, .n_rst,
	    .data(fifo_out),
	    .valid_n(fifo_valid_n),
	    .ready_n(uout_ready_n),
	    .tx(uart_tx)
	    );
endmodule
`timescale 1ns/1ps
`default_nettype none
module uartout
  #(
    parameter CDIV = 434
    )
   (
    input wire 	     clk,
    input wire 	     n_rst,
    input wire [7:0] data,
    input wire 	     valid_n,
    output wire      ready_n,
    output wire      tx
    );
   reg [31:0] 	     counter;
   reg [7:0] 	     data_in;
   reg 		     tx_out;
   reg [3:0] 	     tx_index;
   reg 		     is_empty, is_sending;
   typedef reg [3:0] txlen_t;
   assign tx = tx_out;
   assign ready_n = ~is_empty;
   always @(posedge clk, negedge n_rst) begin
      if (~n_rst) begin
	 tx_out <= 1;
	 is_empty <= '1;
	 is_sending <= '0;
      end
      else begin
	 if (~valid_n && is_empty) begin
	    data_in <= data;
	    is_empty <= '0;
	 end
	 if (is_sending == '0) begin
	    if (~is_empty || ~valid_n) begin
	       is_sending <= '1;
	       counter <= 0;
	       tx_out <= 0;  
	       tx_index <= 0;
	    end
	 end
	 if (is_sending == '1) begin
	    counter <= counter + 1;
	    if (counter == (CDIV - 1)) begin
	       counter <= 0;
	       tx_index <= txlen_t'(tx_index + 1);
	       case (tx_index)
		 8: begin
		    tx_out <= 1;  
		 end
		 9: begin
		    if (~is_empty || ~valid_n) begin
		       tx_out <= 0;
		       tx_index <= 0;
		    end
		    else begin
		       is_sending <= '0;
		    end
		 end
		 default: begin
		    tx_out <= data_in[tx_index];  
		    if (tx_index == 7) begin
		       is_empty <= '1;
		    end
		 end
	       endcase
	    end
	 end
      end
   end
endmodule
`default_nettype wire
$ cat ./run.sh
#!/bin/bash
# OpenROAD 26Q1-2900-gdf79404cd8, Yosys 0.63+post, stock flow scripts
make -C /OpenROAD-flow-scripts/flow DESIGN_CONFIG=/design/flow/config.mk WORK_HOME=/design/flow/orfs finish
==> notes.md <==
The synthesis and place-and-route flow finished, so here is a summary.

The flow ran to the end, and the final reports show no timing, DRC or antenna violations. The global-route wire length before repair came out at 36900 µm. The total tool warning count came out at 42.

Per the STA report, the cell with the highest stage delay on the worst path is dfstp_2. The post-place instance area came out at around 0.012 mm². The total of fill cells in the finished design came out at 1701.

The total global routing track utilization came out at 22.8%. The weighted congestion at the end of routability-driven global placement came out at 0.866. The worst setup path is of the flop to output port kind.

The transition at the pin with the smallest max-transition slack is roughly 0.77 ns. Nets still carrying antenna violations after routing amount to 0. Once the clock tree was built, the resizer swapped 0 gates to a different size. The largest stage delay on the critical path is 0.56 ns. The highest attainable clock frequency is 353 MHz.

The number of antenna violations at the first check in global routing was 0. The net switching fraction of the power came out at 21.8%. The proportion of layout cells with a drive suffix above 1 came out at 12.5%. The die is 151 µm wide.

The post-synthesis register bit count is 244. Excluding fillers, the count of instances in the completed layout stands at between 1000 and 1500. After synthesis, the most frequently instantiated cells are edfxtp_1, nand2_1, nor2_1.

The share of the core area taken by cells at floorplan is approximately half. After synthesis, flip-flops and latches occupy 62.9% of the total area. The count of mapped cells out of synthesis came out at 888. The wire length per cell after detailed routing is 18.8 µm.

The netlist area before placement is approximately 0.011 mm². TritonCTS built the clock tree. Among all cell types in the netlist, the one instantiated most often is edfxtp_1. The fraction of registers with async set/reset came out at 29.5%. The sequential share of power came out at between 50 and 60%.

The part of the power in the clock network came out at 44.3%. Per STA, the worst path accumulates the most delay in the family flip-flops. The static leakage is around 4.6 nW. Measured against its own limit, the worst slew margin works out to roughly half. The total clock buffers created by CTS is 27. The number of top-level pins came out at 10. The number of antenna diodes is 0. The quantity of hold-fixing buffers added after cts is 0. The cell type that accounts for the most area after synthesis is edfxtp_1. The maximum number of pins on one net before global-route repair came out at 47.

The CTS H-tree depth is 1. The routed layout reports a DRC error count of 0. On the worst setup and hold paths after CTS, the clock-pin slew comes to 0.06 ns.

In this run the deepest clock path goes through 3 buffers. Counting I/O delays and the setup requirement, the final critical path takes ~2.8 ns. The most critical hold endpoint after final layout shows a slack of 0.479 ns. Setup repair after global routing left no endpoint under its margin. The layout-stage area growth over the synthesis result is 12.3%. The average instance area after synthesis came out at about 13 µm².

After synthesis, the cell types taking the most area are edfxtp_1, dfrtp_1, xnor2_1. For reference, the final report shows the max-slew violation count at 0. The clock skew is 0.0126 ns.

In this run the clock root is driven by a clkbuf_16. Per STA, the worst path is made up of clkdlybuf4s50_1. The switching power of the nets is 0.817 mW.

The cell total in the yosys stat output came out at 888. The critical path startpoint category is a flop. According to the floorplan report, the total die area is 0.0228 mm². As logged by OpenROAD, the buffers inserted on ports number 5. In this run the worst hold path is classified as flop to flop. The number of buffers added for setup after CTS is 0. The total negative setup slack is 0 ns. The core region is 0.0218 mm².

The end-of-flow timing check tallies setup violations at 0. The total wire length came out at 22800 µm. The core utilization of the finished layout is 57.1%. The signal arrival time at the worst endpoint is about 1.6 ns. Summing over every cut layer, the via total after detailed routing is slightly above 7000. The clock latency of the later-clocked register in the worst-skew pair came out at 0.53 ns. The HPWL reported at the end of detailed placement came out at 14100 µm. In the Yosys stats the netlist draws on 67 distinct library cells. The internal power contribution is 2.93 mW. The data required time reported for the critical path is 4.96 ns. The number of global-route vias before repair came out at 7200. The largest driver fanout on the critical path came out at 4. The script reports the combined buffer and inverter count of the critical path as 1. The largest voltage drop on the vdd net is 290 µV. Among all flip-flop cells after synthesis, the most frequent one is edfxtp_1. After synthesis, the largest area contributor takes up a little under half of total cell area. The first TritonRoute pass finished after 5 iterations. Hold-check failures listed in the final report amount to 0. In this run, the number of DRC markers left after iteration 0 of detailed routing was 494. The yosys-reported design area after synthesis is 0.0111 mm². The warning tally printed by Yosys for this design is 7. In this run the core area contains 54 standard-cell rows.

The global route stage reports its total congestion overflow as 0. Max-cap violations in this run came to 0. The height of the chip came out at about 150 µm. Power spread over the standard cell area amounts to 301 mW/mm². Per report_power, the combinational group accounts for between 3 and 4% of the total. The worst path uses 45.6% of the clock period. STA classifies the critical path endpoint as an output port. The via-per-instance ratio came out at slightly below 6.

The number of clock sinks came to 244. Counting flops with a built-in enable in the synthesized netlist gives approximately 170. The final standard cell area without fillers came out at approximately 0.012 mm². The total placed cells including tap cells is ~1200.
==> cell usage in the layout (no fill, tap or decap), types with 27 or more instances in the layout <==
cell	count
edfxtp_1	172
nand2_1	81
nor2_1	76
dfrtp_1	60
xnor2_1	55
nand3_1	37
inv_1	28
o21ai_0	28
clkbuf_16	28
buf_4	28
a21oi_1	27
==> through the flow <==
step	power, mW	worst slack (ns)
2_1_floorplan	2.05	3.67
3_3_place_gp	2.11	3.00
3_5_place_dp	2.12	2.95
4_1_cts	3.78	3.34
5_1_grt	3.88	3.18
6_report	3.75	3.37
==> worst paths after layout <==
path / startpoint / endpoint / slack [ns] / cells after the start
setup / recovery: uartout0.tx_out$_DFF_PN1_ / uart_tx / 3.37 / 1
hold / removal: chargen0.next_char[6]$_DFF_PN1_ / chargen0.next_port[6]$_DFFE_PN1N_ / 0.48 / 2
setup reg to reg: fifo0.nr[1]$_DFF_PN0_ / fifo0.nr[6]$_DFF_PN0_ / 3.41 / 7
hold reg to reg: chargen0.next_char[6]$_DFF_PN1_ / chargen0.next_port[6]$_DFFE_PN1N_ / 0.48 / 2
max in group asynchronous: n_rst / uartout0.tx_out$_DFF_PN1_ / 4.60 / 2
min in group asynchronous: n_rst / blink0.counter[30]$_DFF_PN0_ / 0.69 / 1
==> power by group through the flow <==
stage	Combinational (mW)	Sequential, mW	Clock (mW)
after CTS	0.130	1.96	1.69
after global routing	0.146	1.97	1.75
final	0.128	1.96	1.66
==> area by class of cell <==
cell class	instances	area [µm²]	area share, %
inverter	30	113	0.903
tap	280	350	2.81
timing repair buffer	32	250	2.01
sequential	244	6980	56.0
clock inverter	14	185	1.49
clock buffer	36	751	6.02
multi-input combinational	573	3830	30.8
==> per-layer routing <==
| layer | part of all wire [%] | GRT usage, % | vias to the layer above |
|---|---|---|---|
| li1 | - | - | 3341 |
| met1 | 43 | 35.1 | 3410 |
| met2 | 45 | 32.8 | 288 |
| met3 | 9.9 | 10.2 | 36 |
| met4 | 1.9 | 3.65 | 0 |
| met5 | 0 | 1.59 | - |
==> cell families (layout without fill, tap and decap cells) <==
kind of cell | Yosys count | in the layout | synth area share [%]
XOR/XNOR | 80 | 80 | 6.31
multiplexers | 15 | 15 | 1.66
AND-OR/OR-AND | 138 | 138 | 8.73
buffers and inverters | 71 | 112 | 2.68
adder cells (fa/ha/maj) | 20 | 20 | 2.25
flip-flops | 244 | 244 | 62.9
AND/OR/NAND/NOR | 320 | 320 | 15.5
==> flip-flops by register name (all words and copies together) (netlist names), named ones only <==
| register | cells |
|---|---|
| chargen0.next_valid_n | 1 |
| blink0.led_out | 3 |
| fifo0.wp | 4 |
| fifo0.buff | 128 |
| blink0.counter | 33 |
| uartout0.data_in | 8 |
| chargen0.next_port | 8 |
| uartout0.tx_index | 4 |
| fifo0.rp | 4 |
| uartout0.counter | 32 |
| uartout0.is_sending | 1 |
| chargen0.next_char | 8 |
| uartout0.is_empty | 1 |
| fifo0.nr | 7 |
| uartout0.tx_out | 1 |
No activity file was given, so power comes from the tool's default toggle rates.
